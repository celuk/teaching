File: ./design.v
`timescale 1ns / 1ps
module garip_sifreleme #(parameter BIT = 4)(
    input saat,
    input reset,
    input basla,
    input mod,
    input [BIT-1:0] veri,
    input [2:0] secim,
    output bit_cikisi,
    output gecerli
    );
    reg [5:0] sayac;
    reg [5:0] sayac_sonraki;
    wire s1_bit_cikisi;
    wire s1_gecerli;
    reg s2_basla;
    reg s2_basla_sonraki;
    reg [BIT-1:0] s2_veri;
    reg [BIT-1:0] s2_veri_sonraki;
    wire [2:0] s2_secim = s2_veri[2:0];
    sifreleme #(.BIT(BIT)) sifreleme1(
        .saat(saat),
        .reset(reset),
        .basla(basla),
        .mod(mod),
        .veri(veri),
        .secim(secim),
        .bit_cikisi(s1_bit_cikisi),
        .gecerli(s1_gecerli)
    );
    sifreleme #(.BIT(BIT)) sifreleme2(
        .saat(saat),
        .reset(reset),
        .basla(s2_basla),
        .mod(~mod),
        .veri(s2_veri),
        .secim(s2_secim),
        .bit_cikisi(bit_cikisi),
        .gecerli(gecerli)
    );
    always @* begin
        sayac_sonraki = sayac;
        s2_veri_sonraki = s2_veri;
        s2_basla_sonraki = 0;
        if(s1_gecerli) begin
            s2_veri_sonraki[sayac] = s1_bit_cikisi;
            sayac_sonraki = sayac + 1;
            if(sayac == BIT-1) begin
                sayac_sonraki = 0;
                s2_basla_sonraki = 1;
            end
        end
    end
    always@(posedge saat) begin
        if(reset) begin
            sayac <= 0;
            s2_basla <= 0;
            s2_veri <= 0;
        end
        else begin
            sayac <= sayac_sonraki;
            s2_basla <= s2_basla_sonraki;
            s2_veri <= s2_veri_sonraki;
        end
    end
endmodule
`timescale 1ns / 1ps
module sifreleme #(parameter BIT = 4)(
    input saat,
    input reset,
    input basla,
    input mod,
    input [BIT-1:0] veri,
    input [2:0] secim,
    output reg bit_cikisi,
    output reg gecerli
    );
    reg [63:0] sifreler [0:7];
    reg bit_cikisi_sonraki;
    reg gecerli_sonraki;
    reg [5:0] sayac;
    reg [5:0] sayac_sonraki;
    reg [BIT-1:0] sifrelenmis_veri;
    reg [BIT-1:0] sifrelenmis_veri_sonraki;
    reg isleme_devam;
    reg isleme_devam_sonraki;
    initial begin
        sifreler[0] = 64'hBABA_1453_DEDE_1071;
        sifreler[1] = 64'hACAB_0909_BACA_0707;
        sifreler[2] = 64'hADAB_0606_DADA_0505;
        sifreler[3] = 64'hAAAA_0000_FFFF_5555;
        sifreler[4] = 64'hCAAA_0101_CAAA_0101;
        sifreler[5] = 64'hAACA_0606_AACA_0606;
        sifreler[6] = 64'hCAAA_1717_CAAA_1717;
        sifreler[7] = 64'hAAAA_0000_FFFF_5555;
    end
    always @* begin
        bit_cikisi_sonraki = 0;
        gecerli_sonraki = 0;
        sayac_sonraki = sayac;
        sifrelenmis_veri_sonraki = sifrelenmis_veri;
        isleme_devam_sonraki = isleme_devam;
        if(~isleme_devam) begin
            if(basla) begin
                if(mod) begin
                    sifrelenmis_veri_sonraki = veri ^ sifreler[secim][BIT-1:0];
                    sifrelenmis_veri_sonraki = {sifrelenmis_veri_sonraki[BIT-3:0], sifrelenmis_veri_sonraki[BIT-1:BIT-2]};
                end
                else begin
                    sifrelenmis_veri_sonraki = veri ~^ sifreler[secim][BIT-1:0];
                    sifrelenmis_veri_sonraki = {sifrelenmis_veri_sonraki[1:0], sifrelenmis_veri_sonraki[BIT-1:2]};
                end
                sayac_sonraki = 0;
                isleme_devam_sonraki = 1;
            end
        end
        else begin  
            bit_cikisi_sonraki = sifrelenmis_veri[sayac];
            gecerli_sonraki = 1;
            sayac_sonraki = sayac + 1;
            if(sayac == BIT-1) begin
                isleme_devam_sonraki = 0;
            end
        end
    end
    always@(posedge saat) begin
        if(reset) begin
            bit_cikisi <= 0;
            gecerli <= 0;
            sayac <= 0;
            sifrelenmis_veri <= 0;
            isleme_devam <= 0;
        end
        else begin
            bit_cikisi <= bit_cikisi_sonraki;
            gecerli <= gecerli_sonraki;
            sayac <= sayac_sonraki;
            sifrelenmis_veri <= sifrelenmis_veri_sonraki;
            isleme_devam <= isleme_devam_sonraki;
        end
    end
endmodule
File: ./constraint.sdc
current_design garip_sifreleme

set clk_period 3.0
set clk_io_pct 0.2

create_clock -name clk0 -period $clk_period [get_ports {saat}]

set non_clock_inputs [all_inputs -no_clocks]
set_input_delay [expr $clk_period * $clk_io_pct] -clock clk0 $non_clock_inputs
set_output_delay [expr $clk_period * $clk_io_pct] -clock clk0 [all_outputs]
File: ./run.sh
#!/bin/bash
# OpenROAD 26Q1-2900-gdf79404cd8, Yosys 0.63+post, stock flow scripts
make -C /OpenROAD-flow-scripts/flow DESIGN_CONFIG=/design/flow/config.mk WORK_HOME=/design/flow/orfs finish
File: ./config.mk
export PLATFORM = sky130hd
export DESIGN_NAME = garip_sifreleme
export DESIGN_NICKNAME = garip_sifreleme
export VERILOG_FILES = /design/flow/design.v
export SDC_FILE = /design/flow/constraint.sdc
export NUM_CORES = 4
export LEC_CHECK = 1
export CORE_UTILIZATION = 40
==> run notes <==
yosys + openroad results -> status=finished, final reports clean, Max Clk Rate=405 MHz, TritonCTS clock tree=done, gp weighted congestion=approximately 0.84, Hold EP=sifreleme1.sifrelenmis_veri[1], grt ovf=0, Worst-Margin Slew=508 ps, worst r2r src=sayac[0], largest net degree at the start of global routing=30, final antenna-violating net count=0, Crit Path Category=flip-flop to flip-flop, post-synthesis cell type count=42, CP max stage cell=dfxtp_1, Clock transition at path regs=around 90 ps, Root Buffer=clkbuf_8, Sink Count=40, Final period util=between 80% and 90%, Dominant flop cell=dfxtp_1, Flops after synth=around 40, setup TNS=0 ps, final clock skew=10.6 ps, die area=between 5000 and 6000 um^2, initial antenna violation count=0, synth warn=2, DP Cell Count=between 200 and 300, CTS Buf Count=5, CP bufs+invs=1, Avg Inst Size Synth=between 8 and 9 um^2, vias per cell=between 4 and 5, Slew headroom=66.0%, ant diodes=0, Static Leak=between 0.8 and 0.9 nW, RSZ-0062 raised after global routing=false, CTS Hold Bufs=0, Layout area overhead=13.6%, delay-heaviest family, CP=simple AND/OR/NAND/NOR gates, I/O pin cnt=13, crit path DRT=roughly 3200 ps, yosys cell count=roughly 220, Cell Count, Final, Fillers Out=299, reg-to-reg slack, setup=approximately 530 ps, CP startpoint kind=flip-flop, post-synth design cell area=1990 um^2, Worst EP arrival=~2700 ps, crit end category=flip-flop, Site Rows=25, PwrDens=approximately 480 nW/um^2, CP max stage delay=470 ps, final setup violation count=0, yosys stat area=1990 um^2, cell taking the most area after synthesis=dfxtp_1, Hold Crit Start=sifreleme1.sifrelenmis_veri[1], Clk Latency, worst-skew pair=300 ps, Via Count=1461, drt wl/cell=about 11 um, largest fanout on the critical path=8, Routed WL=3.24 mm, Hold Path Stages=2, max-slew violation count=0, top cells by count=dfxtp_1 (40), nor2_1 (35), a21oi_1 (24), global-route wire length before repair=5.95 mm, IO Port Bufs=12, htree depth=2, max cap viols=0, Post-Syn Instances=between 200 and 250, Init Core Util=41.9%, Iteration-0 DRC Markers=31, part of the Yosys area used for sequential elements=between 40% and 50%, Chip Height=72.6 um, main area contributors=dfxtp_1 (40%), nor2_1 (6.6%), a21oi_1 (6.0%), Final min period=2470 ps, Async SR Flop Fraction=0%, setup repair bufs after CTS=0, EDFF count, synth=0, Max-area cell share=40.2%, layout cell share with drive strength beyond 1=under 10%, clk buf depth=2, total iterations of the first detailed-routing run=4, R2R depth=9, number of global-route vias before repair=about 1400, chip width=slightly above 70 um, GRT Total Usage=14.4%, Critical Path, Cell by Cell=inv_1 -> ha_1 -> or2_1 -> a2111oi_2 -> nand3_1 -> mux2i_1 -> or2_1 -> ha_1 -> mux2i_1, Worst Hold Class=flip-flop to flip-flop, Final Hold Fails=0, Final HPWL DP=between 2 and 2.5 mm, Max VDD drop=~0.27 mV, Post-route DRC=0, tool warnings=27, Post-CTS Resized=0, Yosys top cell by instances=dfxtp_1, core footprint=4750 um^2
-- cells by family after synthesis --
group	share of synthesized area (%)
AND/OR/NAND/NOR	22.5
buffers and inverters	4.52
multiplexers	6.28
adder cells (fa/ha/maj)	4.40
XOR/XNOR	9.23
flip-flops	40.2
AND-OR/OR-AND	12.9
-- layout by cell type, fill, tap and decap left out, types with 2 or more instances in the layout --
cell type        Yosys  final
mux4_2               2      2
clkdlybuf4s50_1      0     12
clkinv_4             0      2
dfxtp_1             40     40
inv_1                9      9
xor2_1               8      8
o21ai_0              2      2
a311oi_1             2      2
or3_1                2      2
nand3_1              5      5
nand2b_1             4      4
nor4_1               2      2
nand2_1              6      6
mux2i_1              8      8
xnor2_1             13     13
and2_1               2      2
or2_1                2      2
nor2b_1              4      4
a21oi_1             24     24
nor2_1              35     35
nand4_1              5      5
ha_1                 7      7
o211ai_1             3      3
clkbuf_8             0      5
or2_2                3      3
a211oi_1             2      2
nand3b_1             4      4
nor3b_1              3      3
-- through the flow --
| step | power (W) | setup slack (ps) | area (um^2) | utilization [%] | hold WS (ps) |
|---|---|---|---|---|---|
| 3_5_place_dp | 0.000658 | 562 | 2150 | 45.2 | 476 |
| 5_1_grt | 0.00114 | 308 | 2260 | 47.6 | 522 |
| 4_1_cts | 0.00111 | 522 | 2260 | 47.6 | 496 |
| 2_1_floorplan | 0.000634 | 754 | 1990 | - | 449 |
| 3_3_place_gp | 0.000658 | 585 | 2150 | 45.2 | 464 |
| 6_report | 0.00109 | 529 | 2260 | 47.6 | 491 |
-- report_power, final --
| group | switching [W] | internal (W) |
|---|---|---|
| clock | 0.000197 | 0.000250 |
| sequential | 0.0000115 | 0.000540 |
| combinational | 0.0000465 | 0.0000469 |
-- flip-flops by register name, indices dropped and copies added (netlist names), 4 cells and up, named ones only --
name,flops
sifreleme1.sayac,6
s2_veri,4
sifreleme1.sifrelenmis_veri,4
sayac,6
sifreleme2.sifrelenmis_veri,4
sifreleme2.sayac,6
-- worst max-delay path by stage --
| stage | to | start | slack [ps] | cells after the start |
|---|---|---|---|---|
| 5_1_grt | flip-flop | sayac[0] | 310 | 9 |
| 6_report | flip-flop | sayac[0] | 530 | 9 |
| 4_1_cts | flip-flop | sayac[0] | 520 | 9 |
-- layer usage --
metal,GRT usage (%),wire [um],vias up
met5,0,0,-
met3,2.82,109,4
met1,21.5,1650,648
met4,1.96,47,0
li1,-,-,790
met2,22.8,1430,19
-- layout make-up --
cell class | instances | area [um^2]
Clock buffer | 5 | 68.8
Inverter | 9 | 33.8
Clock inverter | 3 | 47.5
Sequential cell | 40 | 801
Fill cell | 482 | 2490
Timing Repair Buffer | 13 | 128
Multi-Input combinational cell | 162 | 1100
Tap cell | 67 | 83.8
-- tightest hold or removal path, cell delays in order, from the launching register on --
cell and delay, ps:
dfxtp_1 340, a21oi_1 60, nor2_1 70
Power and IR drop assume default switching activity.
