File: config.mk
export PLATFORM = sky130hd
export DESIGN_NAME = verici_decoder
export DESIGN_NICKNAME = verici_decoder
export VERILOG_FILES = /design/flow/design.v
export SDC_FILE = /design/flow/constraint.sdc
export NUM_CORES = 4
export LEC_CHECK = 1
export CORE_UTILIZATION = 30
File: constraint.sdc
current_design verici_decoder

set clk_period 3.8
set clk_io_pct 0.2

create_clock -name clk0 -period $clk_period [get_ports {clk}]

set non_clock_inputs [all_inputs -no_clocks]
set_input_delay [expr $clk_period * $clk_io_pct] -clock clk0 $non_clock_inputs
set_output_delay [expr $clk_period * $clk_io_pct] -clock clk0 [all_outputs]
File: design.v
`timescale 1ns / 1ps
module decoder #(parameter N = 30)(
    input clk,
    input rst,
    input basla,
    input mod,
    input [N-1:0] gelen_veri,
    output reg [N-1:0] cikan_veri,
    output reg bitti
    );
    reg [N-1:0] cikan_veri_sonraki;
    reg bitti_sonraki;
    reg verial_bitti;
    reg verial_bitti_sonraki;
    reg [2:0] sifrelenmis_veri [N/3-1:0];
    reg [2:0] sifrelenmis_veri_sonraki [N/3-1:0];
    reg verial_devam;
    reg verial_devam_sonraki;
    reg coz_devam;
    reg coz_devam_sonraki;
    reg [4:0] eleman_sayaci = N/3 - 1;  
    reg [4:0] eleman_sayaci_sonraki;
    reg [2:0] kaydirma_miktari;  
    reg [2:0] kaydirma_miktari_sonraki;
    integer i;
    always @* begin
        cikan_veri_sonraki = cikan_veri;
        bitti_sonraki = 0;
        verial_bitti_sonraki = 0;
        for(i=0; i<=(N/3-1); i=i+1) begin
            sifrelenmis_veri_sonraki[i] = sifrelenmis_veri[i];
        end
        verial_devam_sonraki = verial_devam;
        coz_devam_sonraki = coz_devam;
        eleman_sayaci_sonraki = eleman_sayaci;
        kaydirma_miktari_sonraki = 1;
        if(~verial_devam) begin
            if(basla) begin
                if(mod) begin
                    sifrelenmis_veri_sonraki[eleman_sayaci] = gelen_veri[2:0];
                    eleman_sayaci_sonraki = eleman_sayaci - 1;  
                    verial_devam_sonraki = 1;
                end
                else begin  
                    for(i=0; i<=(N/3-1); i=i+1) begin
                        sifrelenmis_veri_sonraki[i] = gelen_veri[(i*3)+:3];
                    end
                    verial_devam_sonraki = 0;
                    verial_bitti_sonraki = 1;
                    eleman_sayaci_sonraki = N/3 - 1;  
                end
            end
        end
        else if(verial_devam) begin
            eleman_sayaci_sonraki = eleman_sayaci - 1;
            sifrelenmis_veri_sonraki[eleman_sayaci] = gelen_veri[2:0];
            if(eleman_sayaci == 0) begin
                verial_devam_sonraki = 0;
                verial_bitti_sonraki = 1;
                eleman_sayaci_sonraki = N/3 - 1;  
            end
        end
        if(verial_bitti && ~coz_devam) begin
            kaydirma_miktari_sonraki = sifrelenmis_veri[eleman_sayaci];
            if(sifrelenmis_veri[eleman_sayaci] >= 1) begin
                cikan_veri_sonraki[(eleman_sayaci*3)+:3] = sifrelenmis_veri[eleman_sayaci] - 1;
            end
            else begin
                cikan_veri_sonraki[(eleman_sayaci*3)+:3] = 3'b111;
            end
            eleman_sayaci_sonraki = eleman_sayaci - 1;  
            coz_devam_sonraki = 1;
        end
        else if(coz_devam) begin
            eleman_sayaci_sonraki = eleman_sayaci - 1;
            kaydirma_miktari_sonraki = sifrelenmis_veri[eleman_sayaci];
            if(sifrelenmis_veri[eleman_sayaci][2:0] >= kaydirma_miktari) begin
                cikan_veri_sonraki[(eleman_sayaci*3)+:3] = sifrelenmis_veri[eleman_sayaci] - kaydirma_miktari;
            end
            else begin
                cikan_veri_sonraki[(eleman_sayaci*3)+:3] = sifrelenmis_veri[eleman_sayaci] + (3'b111 - kaydirma_miktari) + 1;
            end
            if(eleman_sayaci == 0) begin
                coz_devam_sonraki = 0;
                bitti_sonraki = 1;
                eleman_sayaci_sonraki = N/3 - 1;
            end
        end
    end
    always @(posedge clk) begin
        if(rst) begin
            cikan_veri <= 0;
            bitti <= 0;
            verial_bitti <= 0;
            for(i=0; i<=(N/3-1); i=i+1) begin
                sifrelenmis_veri[i] <= 0;
            end
            verial_devam <= 0;
            coz_devam <= 0;
            eleman_sayaci <= N/3 - 1;
            kaydirma_miktari <= 1;
        end
        else begin
            cikan_veri <= cikan_veri_sonraki;
            bitti <= bitti_sonraki;
            verial_bitti <= verial_bitti_sonraki;
            for(i=0; i<=(N/3-1); i=i+1) begin
                sifrelenmis_veri[i] <= sifrelenmis_veri_sonraki[i];
            end
            verial_devam <= verial_devam_sonraki;
            coz_devam <= coz_devam_sonraki;
            eleman_sayaci <= eleman_sayaci_sonraki;
            kaydirma_miktari <= kaydirma_miktari_sonraki;
        end
    end
endmodule
`timescale 1ns / 1ps
module verici #(parameter N = 30)(
    input clk,
    input rst,
    input basla,
    input mod,
    input [N-1:0] gelen_veri,
    output reg [N-1:0] cikan_veri,
    output reg bitti
    );
    reg [N-1:0] cikan_veri_sonraki;
    reg bitti_sonraki;
    reg verial_bitti;
    reg verial_bitti_sonraki;
    reg [N-1:0] veri_buffer;
    reg [N-1:0] veri_buffer_sonraki;
    reg verial_devam;
    reg verial_devam_sonraki;
    reg [4:0] eleman_sayaci = N/3 - 1;  
    reg [4:0] eleman_sayaci_sonraki;
    always @* begin
        cikan_veri_sonraki = cikan_veri;
        bitti_sonraki = 0;
        verial_bitti_sonraki = 0;
        veri_buffer_sonraki = veri_buffer;
        verial_devam_sonraki = verial_devam;
        eleman_sayaci_sonraki = eleman_sayaci;
        if(~verial_devam) begin
            if(basla) begin
                veri_buffer_sonraki = gelen_veri;
                if(mod) begin
                    cikan_veri_sonraki[2:0] = gelen_veri[(eleman_sayaci*3)+:3];
                    eleman_sayaci_sonraki = eleman_sayaci - 1;  
                    verial_devam_sonraki = 1;
                end
                else begin  
                    cikan_veri_sonraki = gelen_veri;
                    bitti_sonraki = 1;
                end
            end
        end
        else begin  
            eleman_sayaci_sonraki = eleman_sayaci - 1;
            cikan_veri_sonraki[2:0] = veri_buffer[(eleman_sayaci*3)+:3];
            if(eleman_sayaci == 0) begin
                verial_devam_sonraki = 0;
                bitti_sonraki = 1;
                eleman_sayaci_sonraki = N/3 - 1;
            end
        end
    end
    always @(posedge clk) begin
        if(rst) begin
            cikan_veri <= 0;
            bitti <= 0;
            verial_bitti <= 0;
            veri_buffer <= 0;
            verial_devam <= 0;
            eleman_sayaci <= N/3 - 1;
        end
        else begin
            cikan_veri <= cikan_veri_sonraki;
            bitti <= bitti_sonraki;
            verial_bitti <= verial_bitti_sonraki;
            veri_buffer <= veri_buffer_sonraki;
            verial_devam <= verial_devam_sonraki;
            eleman_sayaci <= eleman_sayaci_sonraki;
        end
    end
endmodule
`timescale 1ns / 1ps
module verici_decoder #(parameter N = 30)(
    input clk,
    input rst,
    input basla,
    input mod1,
    input mod2,
    input [N-1:0] gelen_veri,
    output [N-1:0] cikan_veri,
    output bitti
    );
    wire decoder_bitti;
    wire [N-1:0] decoder_cikan_veri;
    decoder #(.N(N)) decoder_dut(
        .clk(clk),
        .rst(rst),
        .basla(basla),
        .mod(mod1),
        .gelen_veri(gelen_veri),
        .cikan_veri(decoder_cikan_veri),
        .bitti(decoder_bitti)
    );
    reg mod2_buffer;
    verici #(.N(N)) verici_dut(
        .clk(clk),
        .rst(rst),
        .basla(decoder_bitti),
        .mod(mod2_buffer),
        .gelen_veri(decoder_cikan_veri),
        .cikan_veri(cikan_veri),
        .bitti(bitti)
    );
    always @(posedge clk) begin
        if(rst) begin
            mod2_buffer <= 0;
        end
        else begin
            if(basla) begin
                mod2_buffer <= mod2;
            end
        end
    end
endmodule
File: run.sh
#!/bin/bash
# OpenROAD 26Q1-2900-gdf79404cd8, Yosys 0.63+post, stock flow scripts
make -C /OpenROAD-flow-scripts/flow DESIGN_CONFIG=/design/flow/config.mk WORK_HOME=/design/flow/orfs finish
==> results_slide.txt <==
Run Summary

Status
  – Status: complete, no violations

CTS
  – TritonCTS clock tree: done
  – Post-CTS Setup Bufs: 0
  – CTS resizes: 0
  – Longest Clk Path Bufs: 2
  – TritonCTS buffer count: 17
  – Clk sinks: approximately 140
  – Clock slew at reported path FFs: 0.06 ns
  – CTS Hold Bufs: 0
  – H-Tree Level Count: 4
  – Insertion Delay late pin: 0.42 ns
  – Clock Tree Root: clkbuf_16

Worst setup path
  – Crit-path max FO: 8
  – R2R cell count: 12
  – CP required: 4.12 ns
  – Type of destination of the critical path: flop
  – Crit. Startpoint: decoder_dut.eleman_sayaci[1]$_SDFFE_PP0P_
  – Flop-to-flop setup slack: 0.37 ns
  – R2r startpoint: decoder_dut.eleman_sayaci[1]$_SDFFE_PP0P_
  – Reg-to-Reg End: decoder_dut.cikan_veri[17]$_SDFFE_PP0P_
  – CP endpoint: decoder_dut.cikan_veri[17]$_SDFFE_PP0P_
  – Startpoint types: flop
  – Worst EP arrival: approximately 3.8 ns
  – Crit path kind: flop to flop

Final timing
  – Setup TNS: 0 ns
  – Crit share post-route: 90.3%
  – Worst-margin pin slew: a little over 0.8 ns
  – Maximum clock rate: slightly below 300 MHz
  – Final Max Slew Viols: 0
  – Final hold vios: 0
  – Final setup viols: 0
  – Final Critical Period: 3.43 ns
  – Clock skew: 0.0104 ns
  – Slew margin rel.: 45.0%
  – RSZ-0062 raised after global routing: no

Global route
  – Global-route wire length before repair: slightly below 30,000 µm
  – Total Routing Usage GR: 16.9%
  – Largest net degree at the start of global routing: between 70 and 80
  – Vias in the first global route: around 5,600
  – Final global-route overflow total: 0
  – Initial antenna violation count: 0

Logic synthesis
  – Post-synth ARST share: 0%
  – Cells after Synth: 852
  – Ys cells: 852
  – Unique cell types: 64
  – Dominant register cell: dfxtp_1
  – Top cell area share: 41.8%
  – Flip-flops with a built-in enable: 0
  – Avg Inst Size Synth: 7.87 µm²
  – Synth Cell Area: 6710 µm²
  – Yosys top cell by area: dfxtp_1
  – Yosys stat area: 6710 µm²
  – Seq/Total Area, Yosys: 41.8%
  – Yosys reg bits: between 100 and 150
  – Synth warnings: 5
  – Synth area leaders: dfxtp_1 (42%), nand2_1 (11%), a21oi_1 (9.5%), mux4_2 (4.0%), o21ai_0 (3.2%)

Layout
  – Design area: 8240 µm²
  – Layout cell share with drive strength beyond 1: under 10%
  – Most numerous logic cells after layout: nand2_1 (201), dfxtp_1 (140), a21oi_1 (127), clkdlybuf4s50_1 (64), nor2_1 (46)
  – P&R area growth vs syn: 22.9%
  – Commonest Layout Cell: nand2_1

Route
  – Post-DR vias/cell: 5.11
  – DR WL/cell: 15.5 µm
  – Remaining DRCs: 0
  – Detailed-route wire length: 18,300 µm
  – Diodes inserted: 0
  – Vias: 6,057
  – Post-route ant nets: 0
  – Pre-Repair DR Iteration Count: 5
  – DR iter-0 viols: between 300 and 400

Die
  – Row Count: about 54
  – Die Area: 23,000 µm²
  – Core area: ~22,000 µm²
  – Chip Height: 152 µm
  – Floorplan Utilization: 30.6%
  – Die Span X: 152 µm
  – I/O pins: 66

Place
  – I/O Buffers: 65
  – Post-DP HPWL: 12,800 µm
  – Routability cong.: 0.919
  – Placed cell area: 7610 µm²

Power
  – Worst vdd ir: 0.000271 V
  – Power Dens Cells: 481 nW/µm²
  – Pleak: between 2 and 3 nW

Run
  – Tool Warnings: 30
  – MaxCap Viol Count: 0

Min path
  – Worst Hold Class: flop to flop
  – Hold Crit Start: verici_dut.veri_buffer[13]$_SDFFE_PP0P_
[Yosys cell counts (3+ instances only)]
library cell    n
nand2_1       201
dfxtp_1       140
a21oi_1       127
clkbuf_1       51
nor2_1         47
o21ai_0        43
nand3_1        31
nor3_1         19
a22oi_1        16
inv_1          16
mux2i_1        16
mux4_2         12
ha_1           10
o22ai_1        10
nand2b_1        8
a22o_1          7
and2_1          7
o32ai_1         6
xnor2_1         6
and3_1          5
mux2_2          5
nor2b_1         5
buf_2           4
buf_1           3
nand3b_1        3
nor3b_1         3
or2_2           3
or3_1           3
[stage by stage]
step / setup WS, ns / hold slack (ns) / utilization [%] / cells / power (mW)
finish: 0.369 / 0.452 / 37.6 / 1186 / 3.96
detailed placement: 0.442 / 0.447 / 34.7 / 1154 / 2.20
global route: 0.0313 / 0.469 / 37.6 / 1186 / 4.13
global placement: 0.495 / 0.439 / 34.7 / 1154 / 2.20
CTS: 0.389 / 0.455 / 37.6 / 1186 / 3.99
floorplan: 0.378 / 0.422 / - / 852 / 2.02
[registers in the layout, indices dropped and copies added (netlist names)]
signal	count
decoder_dut.bitti	1
decoder_dut.cikan_veri	30
decoder_dut.coz_devam	1
decoder_dut.eleman_sayaci	5
decoder_dut.kaydirma_miktari	3
decoder_dut.sifrelenmis_veri	30
decoder_dut.verial_bitti	1
decoder_dut.verial_devam	1
mod2_buffer	1
verici_dut.bitti	1
verici_dut.cikan_veri	30
verici_dut.eleman_sayaci	5
verici_dut.veri_buffer	30
verici_dut.verial_devam	1
[logic make-up after synthesis]
group / count (synthesis) / share of synthesized area [%]
xor gates and xnor gates: 8 / 1.04
buffers and inverters: 78 / 4.63
muxes: 33 / 7.26
adders and majority gates: 11 / 2.16
and+or+nand+nor: 346 / 22.5
AOI/OAI and AO/OA: 236 / 20.6
DFF: 140 / 41.8
[power breakdown]
part           switching (mW)  internal, mW  total, mW
clock network           0.655          1.13       1.78
registers              0.0531          1.51       1.56
logic                   0.382         0.238      0.621
[critical path: stages (launching register included)]
cell	delay, ns
dfxtp_1	0.43
inv_1	0.09
ha_1	0.29
nor3_1	0.25
a22o_1	0.27
nor3_1	0.10
or2_2	0.36
ha_1	0.23
fa_1	0.41
xor2_1	0.18
nor2_1	0.37
nor2_2	0.12
a211oi_1	0.23
[how the worst min path moves through the flow]
stage	end	slack, ns	depth (start not counted)
finish	verici_dut.veri_buffer[13]$_SDFFE_PP0P_	0.45	2
global route	verici_dut.veri_buffer[2]$_SDFFE_PP0P_	0.47	2
CTS	verici_dut.veri_buffer[28]$_SDFFE_PP0P_	0.46	2
[layout make-up]
cell class	instances	area (µm²)
Fill cell	2238	13700
Multi-Input combinational cell	634	3610
Sequential cell	140	2800
Timing Repair Buffer	83	781
Clock buffer	20	447
Tap cell	280	350
Clock inverter	12	186
Inverter	17	63.8
[metal layers]
layer / vias to the layer above / GRT usage, % / routed length [µm]
met5: - / 0 / 0
met4: 0 / 1.98 / 169
met3: 13 / 3.39 / 1070
met2: 154 / 27.0 / 8740
met1: 2829 / 24.7 / 8350
li1: 3061 / - / -
Power and IR drop assume default switching activity.
