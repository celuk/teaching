==> flow/constraint.sdc <==
current_design mogol_bahis

set clk_period 10.8
set clk_io_pct 0.2

create_clock -name clk0 -period $clk_period [get_ports {saat}]

set non_clock_inputs [all_inputs -no_clocks]
set_input_delay [expr $clk_period * $clk_io_pct] -clock clk0 $non_clock_inputs
set_output_delay [expr $clk_period * $clk_io_pct] -clock clk0 [all_outputs]
==> flow/config.mk <==
export PLATFORM = sky130hd
export DESIGN_NAME = mogol_bahis
export DESIGN_NICKNAME = mogol_bahis
export VERILOG_FILES = /design/flow/design.v
export SDC_FILE = /design/flow/constraint.sdc
export NUM_CORES = 4
export LEC_CHECK = 1
export CORE_UTILIZATION = 40
==> flow/design.v <==
`timescale 1ns / 1ps
module at_yarisi(
    input  [1:0] beyaz_at_hiz,
    input  [1:0] siyah_at_hiz,
    input  [1:0] boz_at_hiz,
    input  [1:0] beyaz_jokey_komut,
    input  [1:0] siyah_jokey_komut,
    input  [1:0] boz_jokey_komut,
    output [1:0] kazanan_at
    );
    wire [1:0] beyaz_at_son_hiz;
    wire bh0andbk0;
    and(bh0andbk0, beyaz_at_hiz[0], beyaz_jokey_komut[0]);
    wire bh1andbk0;
    and(bh1andbk0, beyaz_at_hiz[1], beyaz_jokey_komut[0]);
    wire bh1andbk1;
    and(bh1andbk1, beyaz_at_hiz[1], beyaz_jokey_komut[1]);
    wire bh1andbh0;
    and(bh1andbh0, beyaz_at_hiz[1], beyaz_at_hiz[0]);
    or(beyaz_at_son_hiz[1], bh0andbk0, bh1andbk0, bh1andbk1, bh1andbh0);
    wire nbh1, nbh0, nbk1, nbk0;
    not(nbh1, beyaz_at_hiz[1]);
    not(nbh0, beyaz_at_hiz[0]);
    not(nbk1, beyaz_jokey_komut[1]);
    wire nbh0andnbk0;
    and(nbh0andnbk0, nbh0, beyaz_jokey_komut[0]);
    wire bh0andbk1;
    and(bh0andbk1, beyaz_at_hiz[0], beyaz_jokey_komut[1]);
    wire bh1andnbh0andnbk1;
    and(bh1andnbh0andnbk1, beyaz_at_hiz[1], nbh0, nbk1);
    or(beyaz_at_son_hiz[0], nbh0andnbk0, bh0andbk1, bh1andbk0, bh1andnbh0andnbk1);
    wire [1:0] siyah_at_son_hiz;
    wire sh0andsk0;
    and(sh0andsk0, siyah_at_hiz[0], siyah_jokey_komut[0]);
    wire sh1andsk0;
    and(sh1andsk0, siyah_at_hiz[1], siyah_jokey_komut[0]);
    wire sh1andsk1;
    and(sh1andsk1, siyah_at_hiz[1], siyah_jokey_komut[1]);
    wire sh1andsh0;
    and(sh1andsh0, siyah_at_hiz[1], siyah_at_hiz[0]);
    or(siyah_at_son_hiz[1], sh0andsk0, sh1andsk0, sh1andsk1, sh1andsh0);
    wire nsh1, nsh0, nsk1, nsk0;
    not(nsh1, siyah_at_hiz[1]);
    not(nsh0, siyah_at_hiz[0]);
    not(nsk1, siyah_jokey_komut[1]);
    wire nsh0andnsk0;
    and(nsh0andnsk0, nsh0, siyah_jokey_komut[0]);
    wire sh0andsk1;
    and(sh0andsk1, siyah_at_hiz[0], siyah_jokey_komut[1]);
    wire sh1andnsh0andnsk1;
    and(sh1andnsh0andnsk1, siyah_at_hiz[1], nsh0, nsk1);
    or(siyah_at_son_hiz[0], nsh0andnsk0, sh0andsk1, sh1andsk0, sh1andnsh0andnsk1);
    wire [1:0] boz_at_son_hiz;
    wire bzh0andbzk0;
    and(bzh0andbzk0, boz_at_hiz[0], boz_jokey_komut[0]);
    wire bzh1andbzk0;
    and(bzh1andbzk0, boz_at_hiz[1], boz_jokey_komut[0]);
    wire bzh1andbzk1;
    and(bzh1andbzk1, boz_at_hiz[1], boz_jokey_komut[1]);
    wire bzh1andbzh0;
    and(bzh1andbzh0, boz_at_hiz[1], boz_at_hiz[0]);
    or(boz_at_son_hiz[1], bzh0andbzk0, bzh1andbzk0, bzh1andbzk1, bzh1andbzh0);
    wire nbzh1, nbzh0, nbzk1, nbzk0;
    not(nbzh1, boz_at_hiz[1]);
    not(nbzh0, boz_at_hiz[0]);
    not(nbzk1, boz_jokey_komut[1]);
    wire nbzh0andnbzk0;
    and(nbzh0andnbzk0, nbzh0, boz_jokey_komut[0]);
    wire bzh0andbzk1;
    and(bzh0andbzk1, boz_at_hiz[0], boz_jokey_komut[1]);
    wire bzh1andnbzh0andnbzk1;
    and(bzh1andnbzh0andnbzk1, boz_at_hiz[1], nbzh0, nbzk1);
    or(boz_at_son_hiz[0], nbzh0andnbzk0, bzh0andbzk1, bzh1andbzk0, bzh1andnbzh0andnbzk1);
    wire A, B, C, D, E, F;
    buf(A, beyaz_at_son_hiz[1]);
    buf(B, beyaz_at_son_hiz[0]);
    buf(C, siyah_at_son_hiz[1]);
    buf(D, siyah_at_son_hiz[0]);
    buf(E, boz_at_son_hiz[1]);
    buf(F, boz_at_son_hiz[0]);
    wire nA, nB, nC, nD, nE, nF;
    not(nA, A);
    not(nB, B);
    not(nC, C);
    not(nD, D);
    not(nE, E);
    not(nF, F);
    wire w11, w12, w13, w14, w15;
    and(w11, nA, nC, E);
    and(w12, nB, nC, E, F);
    and(w13, nA, nD, E, F);
    and(w14, nB, nD, E, F);
    and(w15, nA, nB, nC, nD, F);
    or(kazanan_at[1], w11, w12, w13, w14, w15);
    wire w21, w22, w23, w24, w25;
    and(w21, nA, C, nE);
    and(w22, nA, C, nF);
    and(w23, nA, C, D);
    and(w24, nB, C, D);
    and(w25, nA, nB, D, nE);
    or(kazanan_at[0], w21, w22, w23, w24, w25);
endmodule
`timescale 1ns / 1ps
module mogol_bahis(
    input  saat,
    input  reset,
    input  [9:0] beyaz_at_hizlar,
    input  [9:0] siyah_at_hizlar,
    input  [9:0] boz_at_hizlar,
    input  [9:0] beyaz_jokey_komutlar,
    input  [9:0] siyah_jokey_komutlar,
    input  [9:0] boz_jokey_komutlar,
    input  [2:0] beyaz_at_seyirci,
    input  [2:0] siyah_at_seyirci,
    input  [2:0] boz_at_seyirci,
    input  [1:0] tahmin_edilen_at,
    input  [6:0] yatirilan_para,
    output reg [13:0] bakiye = 0
    );
    wire [1:0] kazanan_at;
    mogol_derbisi md(
        .beyaz_at_hizlar(beyaz_at_hizlar),
        .siyah_at_hizlar(siyah_at_hizlar),
        .boz_at_hizlar(boz_at_hizlar),
        .beyaz_jokey_komutlar(beyaz_jokey_komutlar),
        .siyah_jokey_komutlar(siyah_jokey_komutlar),
        .boz_jokey_komutlar(boz_jokey_komutlar),
        .beyaz_at_seyirci(beyaz_at_seyirci),
        .siyah_at_seyirci(siyah_at_seyirci),
        .boz_at_seyirci(boz_at_seyirci),
        .kazanan_at(kazanan_at)
    );
    reg [13:0] bakiye_sonraki = 0;
    reg [3:0] derbi = 0, derbi_sonraki = 0;
    reg son_tahmin = 0, son_tahmin_sonraki = 0;
    always @* begin
        bakiye_sonraki = bakiye;
        son_tahmin_sonraki = 0;
        if(derbi < 10) begin
            if(tahmin_edilen_at == kazanan_at) begin
                son_tahmin_sonraki = 1;
                if(son_tahmin) begin
                    bakiye_sonraki = bakiye + yatirilan_para*3;
                end
                else begin
                    bakiye_sonraki = bakiye + yatirilan_para*2;
                end
            end
            else begin
                bakiye_sonraki = bakiye - yatirilan_para*4;
            end
            derbi_sonraki = derbi + 1;
        end
    end
    always @(posedge saat) begin
        if(reset) begin
            derbi <= 0;
            son_tahmin <= 0;
            bakiye <= 0;
        end
        else begin
            derbi <= derbi_sonraki;
            son_tahmin <= son_tahmin_sonraki;
            bakiye <= bakiye_sonraki;
        end
    end
endmodule
`timescale 1ns / 1ps
module mogol_derbisi(
    input  [9:0] beyaz_at_hizlar,
    input  [9:0] siyah_at_hizlar,
    input  [9:0] boz_at_hizlar,
    input  [9:0] beyaz_jokey_komutlar,
    input  [9:0] siyah_jokey_komutlar,
    input  [9:0] boz_jokey_komutlar,
    input  [2:0] beyaz_at_seyirci,
    input  [2:0] siyah_at_seyirci,
    input  [2:0] boz_at_seyirci,
    output reg [1:0] kazanan_at = 0
    );
    wire [1:0] kazanan_atlar [4:0];
    at_yarisi tur1(
        .beyaz_at_hiz(beyaz_at_hizlar[9:8]),
        .siyah_at_hiz(siyah_at_hizlar[9:8]),
        .boz_at_hiz(boz_at_hizlar[9:8]),
        .beyaz_jokey_komut(beyaz_jokey_komutlar[9:8]),
        .siyah_jokey_komut(siyah_jokey_komutlar[9:8]),
        .boz_jokey_komut(boz_jokey_komutlar[9:8]),
        .kazanan_at(kazanan_atlar[0])
    );
    at_yarisi tur2(
        .beyaz_at_hiz(beyaz_at_hizlar[7:6]),
        .siyah_at_hiz(siyah_at_hizlar[7:6]),
        .boz_at_hiz(boz_at_hizlar[7:6]),
        .beyaz_jokey_komut(beyaz_jokey_komutlar[7:6]),
        .siyah_jokey_komut(siyah_jokey_komutlar[7:6]),
        .boz_jokey_komut(boz_jokey_komutlar[7:6]),
        .kazanan_at(kazanan_atlar[1])
    );
    at_yarisi tur3(
        .beyaz_at_hiz(beyaz_at_hizlar[5:4]),
        .siyah_at_hiz(siyah_at_hizlar[5:4]),
        .boz_at_hiz(boz_at_hizlar[5:4]),
        .beyaz_jokey_komut(beyaz_jokey_komutlar[5:4]),
        .siyah_jokey_komut(siyah_jokey_komutlar[5:4]),
        .boz_jokey_komut(boz_jokey_komutlar[5:4]),
        .kazanan_at(kazanan_atlar[2])
    );
    at_yarisi tur4(
        .beyaz_at_hiz(beyaz_at_hizlar[3:2]),
        .siyah_at_hiz(siyah_at_hizlar[3:2]),
        .boz_at_hiz(boz_at_hizlar[3:2]),
        .beyaz_jokey_komut(beyaz_jokey_komutlar[3:2]),
        .siyah_jokey_komut(siyah_jokey_komutlar[3:2]),
        .boz_jokey_komut(boz_jokey_komutlar[3:2]),
        .kazanan_at(kazanan_atlar[3])
    );
    at_yarisi tur5(
        .beyaz_at_hiz(beyaz_at_hizlar[1:0]),
        .siyah_at_hiz(siyah_at_hizlar[1:0]),
        .boz_at_hiz(boz_at_hizlar[1:0]),
        .beyaz_jokey_komut(beyaz_jokey_komutlar[1:0]),
        .siyah_jokey_komut(siyah_jokey_komutlar[1:0]),
        .boz_jokey_komut(boz_jokey_komutlar[1:0]),
        .kazanan_at(kazanan_atlar[4])
    );
    integer i = 0;
    reg [2:0] beyaz_say = 0;
    reg [2:0] siyah_say = 0;
    reg [2:0] boz_say = 0;
    reg [5:0] beyaz_toplam = 0;  
    reg [4:0] siyah_toplam = 0;  
    reg [3:0] boz_toplam = 0;  
    always @* begin
        for(i=0; i<5; i=i+1) begin
            case(kazanan_atlar[i])
                2'b00: beyaz_say = beyaz_say+1;
                2'b01: siyah_say = siyah_say+1;
                2'b10: boz_say = boz_say+1;
            endcase
        end
        beyaz_toplam = beyaz_say + beyaz_at_seyirci*beyaz_at_seyirci;
        siyah_toplam = siyah_say + siyah_at_seyirci*2;
        boz_toplam = boz_say + boz_at_seyirci+2;
        if((beyaz_say >= 3) || (siyah_say >= 3) || (boz_say >= 3)) begin
            if(beyaz_toplam > siyah_toplam && beyaz_toplam > boz_toplam) begin
                kazanan_at = 2'b00;
            end
            else if(siyah_toplam > beyaz_toplam && siyah_toplam > boz_toplam) begin
                kazanan_at = 2'b01;
            end
            else if(boz_toplam > beyaz_toplam && boz_toplam > siyah_toplam) begin
                kazanan_at = 2'b10;
            end
            else begin
                kazanan_at = 2'b11;
            end
        end
        else begin
            kazanan_at = 2'b11;
        end
    end
endmodule
==> flow/run.sh <==
#!/bin/bash
# OpenROAD 26Q1-2900-gdf79404cd8, Yosys 0.63+post, stock flow scripts
make -C /OpenROAD-flow-scripts/flow DESIGN_CONFIG=/design/flow/config.mk WORK_HOME=/design/flow/orfs finish
==> job_summary.md <==
## Implementation flow summary

| Metric | Value |
|---|---|
| Commonest flop | `dfxtp_1` |
| Ys Warns | `between 40 and 50` |
| Residual DRC | `0` |
| CP Class | `in2reg` |
| CTS root buffer | `clkbuf_16` |
| CP Capture Type | `flip-flop` |
| Arr. time, crit path | `10.41 ns` |
| Row Count | `around 42` |
| Met2 GRT Util | `30.7%` |
| Area leader share | `between 10% and 20%` |
| Post-synth top area cell | `ha_1` |
| Ys async rst share | `0%` |
| FP Util | `around 41%` |
| Post-Syn Area | `about 5500 sq um` |
| Area growth syn-to-layout | `21.7%` |
| Sw Ratio | `49.4%` |
| Max Buffers Root-to-Sink | `2` |
| First-pass GRT wire length | `22400 microns` |
| Aoi share | `29.5%` |
| Utilization after layout | `50.2%` |
| CTS H-Tree Depth | `1` |
| Total tool warning count | `25` |
| Number of enable flip-flop cells | `0` |
| Yosys simple share | `23.8%` |
| Hold crit path type | `reg2reg` |
| M1 GR Usage | `29.4%` |
| Post-Synthesis Cells | `slightly above 700` |
| Status | `finished, final reports clean` |
| Sequential power share | `9.6%` |
| Dominant combinational family | `AND-OR/OR-AND gates` |
| Max Freq | `0.0973 GHz` |
| Hold Fails Final Rpt | `0` |
| DR WL/cell | `13.7 microns` |
| YS chip area | `5510 sq um` |
| Number of antenna diodes | `0` |
| Post-Synth XOR/XNOR Area | `8.43%` |
| IO Port Bufs | `93` |
| Endpoints left unconstrained | `13` |
| Slew HR | `48.4%` |
| Comb pwr share | `a little under nine tenths` |
| Synth Area in Adders | `19.0%` |
| CTS tree | `built` |
| Mean Syn Cell Area | `7.73 sq um` |
| Tmin final | `10.28 ns` |
| Die Y | `119 microns` |
| Setup TNS | `0 ns` |
| Met3 Usage GRT | `1.57%` |
| Register pins left without a clock | `13` |
| Ys flops | `32` |
| CTS clk-pin slew, worst paths | `0.05 ns` |
| P_int | `around 0.77 mW` |
| HPWL Detailed | `11200 microns` |
| Critical path launch point type | `primary input` |
| Late-Pin Clk Latency | `0.25 ns` |
| Switching Power | `between 0.7 and 0.8 mW` |
| Total congestion overflow | `0` |
| Core ar. | `13300 sq um` |
| Initial antenna violation count | `0` |
| Vias in the first global route | `slightly below 5000` |
| Leakage | `2.83 nW` |
| Period utilization | `about 95%` |
| Ports | `about 94` |
| Total track usage | `19.0%` |
| Final Skew | `0.00398 ns` |
| RSZ-0062 raised after global routing | `false` |
| Die ar. | `14200 sq um` |
| Synth top cells by count | `62 x ha_1, 59 x o21ai_0, 52 x nand2_1, 48 x inv_1, 47 x nor2_1` |
| Initial DRC count | `283` |
| Crit path DRT | `10.93 ns` |
| Hold-fix buffers, CTS | `0` |
| Routed WL | `13300 microns` |
| Power Density | `227 nW/um^2` |
| Max VDD drop | `0.189 mV` |
| Max-cap viol count | `0` |
| CTS buffer count | `3` |
| CP Max Fanout | `11` |
| Final tally of setup violations | `0` |
| Die width | `119 microns` |
| Synth top cell by count | `ha_1` |
| Clk network pwr share | `about 5.0%` |
| Max stage delay on crit path | `0.59 ns` |
| Slew @ Worst Pin | `0.773 ns` |
| Detailed Routing Iterations Pass 1 | `5` |
| Unique cell types | `around 87` |
| Fin. max-slew vios | `0` |
| Most common cell on crit path | `ha_1` |
| Routed vias | `5434` |
| Top area cell types | `ha_1 14%, dfxtp_1 6.9%, o21ai_0 5.4%` |
| Final antenna-violating net count | `0` |
| Vias per cell | `5.58` |
| Fillcell total | `1245` |
| Critical Path Slowest Stage Cell | `fa_1` |
| Layout cell share with drive strength beyond 1 | `5.64%` |
| Yosys cell count | `712` |
| Mux share | `approximately 4.3%` |
| Pin count of the biggest net entering global routing | `21` |
| Gr busiest metal | `met2` |
| GP Congestion | `0.916` |
-- through the flow --
stage	total power, mW	cells	setup WS, ns	area (sq um)	hold slack [ns]
6_report	1.52	974	0.524	6700	0.546
5_1_grt	1.72	974	0.00870	6700	0.595
4_1_cts	1.51	974	0.338	6690	0.554
3_5_place_dp	1.43	970	0.148	6610	0.540
3_3_place_gp	1.40	970	0.182	6610	0.534
2_1_floorplan	1.13	712	1.40	5510	0.489
-- final timing paths --
check	slack (ns)	depth (start not counted)	start	end
worst max register to register	7.36	15	bakiye[2]	bakiye[10]
worst min-delay path	0.55	2	bakiye[13]	bakiye[13]
worst max-delay path	0.52	34	siyah_at_hizlar[9]	bakiye[12]
worst min register to register	0.55	2	bakiye[13]	bakiye[13]
-- layer usage --
layer	vias up	wire [microns]	share of wire, %
li1	2831	-	-
met1	2500	6970	52
met2	97	5810	44
met3	6	510	3.8
met4	0	46	0.34
met5	-	0	0
-- sequential cells by signal, indices dropped and copies added, names as in the netlist --
register	cells
md.siyah_say	3
md.beyaz_say	3
md.boz_say	3
son_tahmin	1
derbi	4
derbi_sonraki	4
bakiye	14
-- worst max-delay path: cells and delay by family --
kind	cells	cell delay, ns
xor gates and xnor gates	3	0.82
AOI/OAI and AO/OA	9	1.76
and+or+nand+nor	5	0.78
adders and majority gates	7	2.21
buffers and inverters	4	0.89
muxes	6	1.78
-- power by group through the flow --
stage                 combinational [mW]  clock [mW]  sequential [mW]
final                               1.30      0.0763            0.146
after global routing                1.48      0.0809            0.151
after CTS                           1.29      0.0779            0.146
-- area by class of cell --
cell class / count / area, sq um / share of cell area (%)
Multi-Input combinational cell: 617 / 4690 / 70.0
Timing Repair Buffer: 96 / 953 / 14.2
Sequential cell: 32 / 576 / 8.59
Tap cell: 176 / 220 / 3.29
Inverter: 49 / 184 / 2.75
Clock buffer: 4 / 78.8 / 1.18
-- layout by cell type (no fill, tap or decap), types with 10 or more instances in the layout --
master           synthesis  layout
clkdlybuf4s50_1          0      93
ha_1                    62      62
o21ai_0                 59      59
nand2_1                 52      52
inv_1                   48      48
nor2_1                  47      47
a21oi_1                 46      46
nand2b_1                27      27
nor2b_1                 24      24
and2_1                  23      23
nor3_1                  19      19
dfxtp_1                 19      19
xnor2_1                 17      17
xor2_1                  14      14
dlxtn_1                 13      13
fa_1                    11      11
a211oi_1                10      10
a31oi_1                 10      10
o211ai_1                10      10
-- cells by family after synthesis --
kind of cell,Yosys count
and+or+nand+nor,247
AOI/OAI and AO/OA,230
adders and majority gates,78
buffers and inverters,63
xor gates and xnor gates,40
muxes,22
DFF,19
latches,13
-- what timing repair did --
item	CTS	global route
hold endpoints to repair	0	0
gates resized	0	1
setup buffers	0	0
setup endpoints to repair	0	4
Power figures rest on the tool's default switching activity, not on a simulated workload.
