==> flow/design.v <==
`timescale 1ns / 1ps
module penguen(
    input saat,
    input reset,
    input [2:0]avlanan_balik,
    output reg bitti,
    output [6:0]bitme_sure
    );
    reg [4:0]mide, mide_;
    reg [6:0]sayac,sayac_;
    reg bitti_;
    initial begin
        mide = 4'd0;
        sayac = 6'd0;
        bitti = 1'b0;
    end
    always @* begin
        sayac_ = sayac;
        bitti_ = bitti;
        mide_ = mide;
        if(!bitti)begin
            sayac_ = sayac + 1;
            if((mide + avlanan_balik) >= 25)begin
                bitti_ = 1;
                sayac_ = sayac;
            end
            else begin
                if(sayac%3 == 2)begin
                    mide_ = mide + avlanan_balik - 3;
                end
                else begin
                    mide_ = mide + avlanan_balik;
                end
            end             
        end
    end
    always @(posedge saat)begin
        if(reset)begin
            sayac <= 0;
            bitti <= 0;
            mide  <= 0;
        end
        else begin
            sayac <= sayac_;
            bitti <= bitti_;
            mide  <= mide_;
        end
    end
    assign bitme_sure = sayac + 1;
endmodule
`timescale 1ns / 1ps
module penguenler(
    input saat,
    input reset,
    input [14:0] avlanan_balik,
    output bitti,
    output reg [6:0] en_kisa,
    output reg [6:0] en_uzun,
    output reg [6:0] ortalama,
    output reg [2:0] hizli_penguen,
    output reg [2:0] yavas_penguen
    );
    wire p1_bitti;
    wire [6:0] p1_bitme_sure;
    penguen p1(saat,reset,avlanan_balik[2:0],p1_bitti,p1_bitme_sure);
    wire p2_bitti;
    wire [6:0] p2_bitme_sure;
    penguen p2(saat,reset,avlanan_balik[5:3],p2_bitti,p2_bitme_sure);
    wire p3_bitti;
    wire [6:0] p3_bitme_sure;
    penguen p3(saat,reset,avlanan_balik[8:6],p3_bitti,p3_bitme_sure);
    wire p4_bitti;
    wire [6:0] p4_bitme_sure;
    penguen p4(saat,reset,avlanan_balik[11:9],p4_bitti,p4_bitme_sure);
    wire p5_bitti;
    wire [6:0] p5_bitme_sure;
    penguen p5(saat,reset,avlanan_balik[14:12],p5_bitti,p5_bitme_sure);
    assign bitti = p1_bitti & p2_bitti & p3_bitti & p4_bitti & p5_bitti;
    always @* begin
        if(bitti) begin
            if(p5_bitme_sure >= p4_bitme_sure && p5_bitme_sure >= p3_bitme_sure && p5_bitme_sure >= p2_bitme_sure && p5_bitme_sure >= p1_bitme_sure) begin
                en_uzun = p5_bitme_sure;
                yavas_penguen = 3'd5;
            end
            else if (p4_bitme_sure >= p3_bitme_sure && p4_bitme_sure >= p2_bitme_sure && p4_bitme_sure >= p1_bitme_sure) begin
                en_uzun = p4_bitme_sure;
                yavas_penguen = 3'd4;
            end
            else if (p3_bitme_sure >= p2_bitme_sure && p3_bitme_sure >= p1_bitme_sure) begin
                en_uzun = p3_bitme_sure;
                yavas_penguen = 3'd3;
            end
            else if (p2_bitme_sure >= p1_bitme_sure) begin
                en_uzun = p2_bitme_sure;
                yavas_penguen = 3'd2;
            end
            else begin
                en_uzun = p1_bitme_sure;
                yavas_penguen = 3'd1;
            end
            if(p5_bitme_sure <= p4_bitme_sure && p5_bitme_sure <= p3_bitme_sure && p5_bitme_sure <= p2_bitme_sure && p5_bitme_sure <= p1_bitme_sure) begin
                en_kisa = p5_bitme_sure;
                hizli_penguen = 3'd5;
            end
            else if (p4_bitme_sure <= p3_bitme_sure && p4_bitme_sure <= p2_bitme_sure && p4_bitme_sure <= p1_bitme_sure) begin
                en_kisa = p4_bitme_sure;
                hizli_penguen = 3'd4;
            end
            else if (p3_bitme_sure <= p2_bitme_sure && p3_bitme_sure <= p1_bitme_sure) begin
                en_kisa = p3_bitme_sure;
                hizli_penguen = 3'd3;
            end
            else if (p2_bitme_sure <= p1_bitme_sure) begin
                en_kisa = p2_bitme_sure;
                hizli_penguen = 3'd2;
            end
            else begin
                en_kisa = p1_bitme_sure;
                hizli_penguen = 3'd1;
            end
            ortalama = ((p1_bitme_sure + p2_bitme_sure + p3_bitme_sure + p4_bitme_sure + p5_bitme_sure) - ((p1_bitme_sure + p2_bitme_sure + p3_bitme_sure + p4_bitme_sure + p5_bitme_sure) %5))/5;
        end
    end
    always@(posedge saat) begin
        if(reset) begin
            en_kisa = 0;
            en_uzun = 0;
            ortalama = 0;
            hizli_penguen = 0;
            yavas_penguen = 0;
        end
    end
endmodule
==> flow/run.sh <==
#!/bin/bash
# OpenROAD 26Q1-2900-gdf79404cd8, Yosys 0.63+post, stock flow scripts
make -C /OpenROAD-flow-scripts/flow DESIGN_CONFIG=/design/flow/config.mk WORK_HOME=/design/flow/orfs finish
==> flow/config.mk <==
export PLATFORM = sky130hd
export DESIGN_NAME = penguenler
export DESIGN_NICKNAME = penguenler
export VERILOG_FILES = /design/flow/design.v
export SDC_FILE = /design/flow/constraint.sdc
export NUM_CORES = 4
export LEC_CHECK = 1
export CORE_UTILIZATION = 30
==> flow/constraint.sdc <==
current_design penguenler

set clk_period 3.8
set clk_io_pct 0.2

create_clock -name clk0 -period $clk_period [get_ports {saat}]

set non_clock_inputs [all_inputs -no_clocks]
set_input_delay [expr $clk_period * $clk_io_pct] -clock clk0 $non_clock_inputs
set_output_delay [expr $clk_period * $clk_io_pct] -clock clk0 [all_outputs]
==> Flow_metrics.wiki <==
== Run summary ==
{| class="wikitable"
! Metric !! Value
|-
| Mean area per synthesized cell || 7.488 sq um
|-
| Final clock period utilization by the worst path || 1.195
|-
| Setup WS post-layout || -0.7408 ns
|-
| Sequential standard cell area || 1328 sq um
|-
| Syn Inst Count || 996
|-
| Tightest Hold Check Type || flip-flop to flip-flop
|-
| Critical path's largest stage delay || 0.51 ns
|-
| Endpoints failing hold || 0
|-
| Peak Freq || 220.2 MHz
|-
| Number of enable flip-flop cells || 0
|-
| Hold endpoint || p3.mide[2]$_SDFFE_PP0P_
|-
| Distinct cell type count after synthesis || 93
|-
| Hold Worst Slack || 0.4726 ns
|-
| Sequential fraction of the synthesis area || 0.1745
|-
| Main area contributors || dfxtp_1, ha_1, nor2_1
|-
| Final weighted congestion in routability-driven placement || 0.8889
|-
| Die area || 25500 sq um
|-
| Half-perimeter wire length of the detailed placement result || 13230 um
|-
| Highest-count cells in the layout ignoring fill and taps || buf_4, nor2_1, nand2_1, dfxtp_1, a21oi_1
|-
| Vias/cell || 5.020
|-
| Maximum fanout encountered on the critical timing path || 4
|-
| Vias in the first global route || 7012
|-
| First-pass GRT wire length || 31310 um
|-
| Worst-path clk slew || 0.05 ns
|-
| Category of the critical setup timing path || flip-flop to flip-flop
|-
| Log Warnings || 51
|-
| Arrival time of the worst setup path || 4.76 ns
|-
| Number of cell instances after yosys synthesis || 996
|-
| Hold Crit Start || p3.mide[2]$_SDFFE_PP0P_
|-
| Number of clock buffers inserted by TritonCTS || 9
|-
| Number of antenna diodes || 0
|-
| Worst path slowest cell || or4_1
|-
| Cell depth of the worst hold path || 2
|-
| FF-to-FF setup slack || -0.74 ns
|-
| Total of endpoints with negative setup slack in the final report || 15
|-
| Chip width || 159.7 um
|-
| Routed Wire Length || 18060 um
|-
| Number of standard-cell rows in the floorplan || 57
|-
| Post-synthesis sequential element count || 65
|-
| Signed area change from the synthesized netlist to the final layout || 42.01%
|-
| Buffers and inverters on the worst path || 2
|-
| Clock net sink count || 65
|-
| CTS HTree Levels || 3
|-
| Total global routing track utilization || 0.1431
|-
| Reg2Reg Depth || 21
|-
| Final Skew || 0.005083 ns
|-
| Initial antenna violation count || 0
|-
| Hold-fix buffer count after cts || 0
|-
| Yosys Warn Count || 56
|-
| Number of nets still failing antenna checks after routing || 0
|-
| Critical register-to-register path endpoint || p5.mide[3]$_SDFFE_PP0P_
|-
| Count of TritonRoute iterations in the first routing pass || 7
|-
| Remaining routing DRC violations || 0
|-
| Shortest period the worst path allows || 4.541 ns
|-
| Crit start category || flip-flop
|-
| Area of the core region || 24320 sq um
|-
| Area share of the largest cell type after synthesis || 0.1745
|-
| Largest delay share family, worst path || simple AND/OR/NAND/NOR gates
|-
| Maximum root-to-sink buffer count || 2
|-
| Transition time at the pin with the least slew margin || 0.6653 ns
|-
| Multi-input gate area in the final layout || 6410 sq um
|-
| Fill cells || 2309
|-
| Clock latency on the worst-skew pair || 0.34 ns
|-
| Share of synthesized registers carrying an async set or reset || 0
|-
| Number of violations reported at the end of detailed-routing iteration 0 || 417
|-
| Static Leakage || 4.553 nW
|-
| R2r startpoint || p5.sayac[3]$_SDFFE_PP0P_
|-
| Most numerous logic cell after layout || buf_4
|-
| Input/output buffers || 17
|-
| Via count || 7661
|-
| Worst voltage drop across the vdd grid || 0.0003525 V
|-
| Fin cells || 1526
|-
| Fraction of the core area occupied by cells at floorplan || 0.3067
|-
| Summed standard-cell area reported by yosys || 7458 sq um
|-
| Worst path required time || 4.02 ns
|-
| Kind of end point of the critical path || flip-flop
|-
| Ordered cell list for the critical path || or3_4 -> or3_4 -> and4_1 -> nand2_2 -> o22a_2 -> inv_2 -> ha_4 -> a211o_1 -> nor3b_2 -> a21oi_2 -> nor2_2 -> xnor2_1 -> ha_2 -> inv_2 -> or4_1 -> o21ai_1 -> o2111ai_1 -> a211o_1 -> a211oi_2 -> mux2i_1 -> mux2_1
|-
| CTS tree || yes
|-
| Largest net degree at the start of global routing || 46
|-
| Status || finished, violations left
|-
| Predominant post-synthesis flop cell || dfxtp_1
|-
| Sum of overflow across all layers after global routing || 0
|-
| P per Cell Area || 517.3 nW/um^2
|-
| Clock Root Buffer || clkbuf_16
|-
| IO Count || 45
|-
| Count of max-cap constraint violations || 0
|-
| Violated checks || setup timing
|-
| Share of layout cells above drive strength 1 || 0.3436
|-
| RSZ-0062 raised after global routing || yes
|-
| # placed instances || 1473
|-
| Mapped cell area || 7458 sq um
|-
| Routed length per placed instance || 11.84 um
|-
| Die height || 159.7 um
|-
| Slew HR || 0.5565
|-
| Final Max-Slew Violation Tally || 0
|-
| Post-synth top area cell || dfxtp_1
|}
-- metrics by stage --
step           setup TNS (ns)  utilization  instance area [sq um]  setup WS, ns  total power, mW
6_report               -4.139       0.4355                  10590       -0.7408            5.479
5_1_grt                -9.182       0.4355                  10590       -0.9894            5.995
4_1_cts                -4.057       0.4196                  10200       -0.7557            5.260
3_5_place_dp           -9.908       0.3906                   9500       -0.9198            4.214
3_3_place_gp           -9.948       0.3906                   9500       -0.8567            4.173
2_1_floorplan          -6.728            -                   7945       -0.9139            3.295
-- synth_stat cells, types with 19 or more instances --
library cell / number
nand3_1: 29
a21oi_1: 57
ha_1: 60
nor2_1: 121
a211oi_1: 26
nor2b_1: 19
nand2_1: 68
clkbuf_1: 38
inv_1: 46
buf_4: 28
o21ai_0: 37
nor3_1: 24
xnor2_1: 45
dfxtp_1: 65
-- logic make-up (layout without fill, tap and decap cells) --
| group | count (synthesis) | in the layout | share of synthesized area |
|---|---|---|---|
| XOR/XNOR | 60 | 60 | 0.07147 |
| AND/OR/NAND/NOR | 370 | 370 | 0.2537 |
| other | 1 | 27 | 0.0005028 |
| adder cells (fa/ha/maj) | 67 | 67 | 0.1168 |
| AND-OR/OR-AND | 275 | 275 | 0.2612 |
| flip-flops | 65 | 65 | 0.1745 |
| multiplexers | 28 | 28 | 0.03942 |
| buffers and inverters | 130 | 310 | 0.08254 |
-- state kept, by name, summed over array words and instances (netlist names), 5 cells and up --
signal,cells
p5.sayac,7
p4.mide,5
p1.mide,5
p4.sayac,7
p2.sayac,7
p3.mide,5
p3.sayac,7
p2.mide,5
p1.sayac,7
p5.mide,5
-- power by group --
group / switching, mW / internal, mW
registers: 0.153 / 0.871
clock network: 0.303 / 0.561
logic: 1.79 / 1.80
-- worst register-to-register path, stage by stage (launching register included) --
cell	delay, ns
dfxtp_2	0.31
or3_4	0.38
or3_4	0.39
and4_1	0.18
nand2_2	0.05
o22a_2	0.16
inv_2	0.05
ha_4	0.15
a211o_1	0.23
nor3b_2	0.18
a21oi_2	0.09
nor2_2	0.13
xnor2_1	0.13
ha_2	0.21
inv_2	0.04
or4_1	0.51
o21ai_1	0.09
o2111ai_1	0.11
a211o_1	0.32
a211oi_2	0.17
mux2i_1	0.21
mux2_1	0.33
-- how the worst max path moves through the flow --
| stage | from | end | slack (ns) | cells after the start |
|---|---|---|---|---|
| global route | p5.sayac[5]$_SDFFE_PP0P_ | p5.mide[3]$_SDFFE_PP0P_ | -0.99 | 22 |
| finish | p5.sayac[3]$_SDFFE_PP0P_ | p5.mide[3]$_SDFFE_PP0P_ | -0.74 | 21 |
| CTS | p5.sayac[3]$_SDFFE_PP0P_ | p5.mide[3]$_SDFFE_PP0P_ | -0.76 | 21 |
-- per-layer routing --
| layer | vias up | track usage | share of wire |
|---|---|---|---|
| met5 | - | 0 | 0 |
| met1 | 3543 | 0.2097 | 0.51 |
| met4 | 0 | 0.01617 | 0.013 |
| met2 | 118 | 0.2380 | 0.46 |
| li1 | 3983 | - | - |
| met3 | 17 | 0.01244 | 0.026 |
-- what timing repair did --
action,4_1_cts,5_1_grt
resized,38,70
endpoints found under the setup margin,25,37
pin swaps,47,56
setup buffers,29,10
-- layout make-up --
class                           instances  share of cell area
Multi-Input combinational cell        827              0.6052
Timing Repair Buffer                  244              0.1833
Sequential cell                        65              0.1253
Tap cell                              324             0.03828
Clock buffer                           14             0.02587
Inverter                               50             0.01867
Clock inverter                          2            0.003308
Power and IR drop assume default switching activity.
